`design/flow/config.mk`:
```
export PLATFORM = sky130hd
export DESIGN_NAME = cpu_top
export DESIGN_NICKNAME = cpu_top
export VERILOG_FILES = /design/flow/design.v
export SDC_FILE = /design/flow/constraint.sdc
export NUM_CORES = 4
export LEC_CHECK = 1
export CORE_UTILIZATION = 50
```
`design/flow/constraint.sdc`:
```
current_design cpu_top

set clk_period 28.0
set clk_io_pct 0.2

create_clock -name clk0 -period $clk_period [get_ports {clk}]

set non_clock_inputs [all_inputs -no_clocks]
set_input_delay [expr $clk_period * $clk_io_pct] -clock clk0 $non_clock_inputs
set_output_delay [expr $clk_period * $clk_io_pct] -clock clk0 [all_outputs]
```
`design/flow/design.v`:
```
module alu(
    input wire [31:0] a,
    input wire [31:0] b,
    input wire [2:0] alu_control,
    output reg [31:0] result,
    output reg zero
);
    localparam ADD  = 3'b000;
    localparam SUB  = 3'b001;
    localparam SLL  = 3'b010;
    localparam SLT  = 3'b011;
    localparam SLTU = 3'b100;
    localparam XOR  = 3'b101;
    localparam SRL  = 3'b110;
    localparam OR   = 3'b111;
    always @(*) begin
        case (alu_control)
            ADD:  result = a + b;
            SUB:  result = a - b;
            SLL:  result = a << b[4:0];   
            SLT:  result = ($signed(a) < $signed(b)) ? 32'h1 : 32'h0;
            SLTU: result = (a < b) ? 32'h1 : 32'h0;
            XOR:  result = a ^ b;
            SRL:  result = a >> b[4:0];   
            OR:   result = a | b;
            default: result = 32'h0;
        endcase
        zero = (result == 32'h0);
    end
endmodule 
module control_unit(
    input wire [6:0] opcode,
    output reg reg_write,
    output reg alu_src,
    output reg branch,
    output reg jump,
    output reg [2:0] alu_control
);
    localparam R_TYPE = 7'b0110011;   
    localparam I_TYPE = 7'b0010011;   
    localparam S_TYPE = 7'b0100011;   
    localparam B_TYPE = 7'b1100011;   
    localparam J_TYPE = 7'b1101111;   
    localparam ADD  = 3'b000;
    localparam SUB  = 3'b001;
    localparam SLL  = 3'b010;
    localparam SLT  = 3'b011;
    localparam SLTU = 3'b100;
    localparam XOR  = 3'b101;
    localparam SRL  = 3'b110;
    localparam OR   = 3'b111;
    always @(*) begin
        reg_write = 1'b0;
        alu_src = 1'b0;
        branch = 1'b0;
        jump = 1'b0;
        alu_control = ADD;
        case (opcode)
            R_TYPE: begin
                reg_write = 1'b1;
                alu_src = 1'b0;
                branch = 1'b0;
                jump = 1'b0;
                alu_control = ADD;   
            end
            I_TYPE: begin
                reg_write = 1'b1;
                alu_src = 1'b1;
                branch = 1'b0;
                jump = 1'b0;
                alu_control = ADD;   
            end
            S_TYPE: begin
                reg_write = 1'b1;
                alu_src = 1'b0;
                branch = 1'b0;
                jump = 1'b0;
                alu_control = SLL;
            end
            B_TYPE: begin
                reg_write = 1'b0;
                alu_src = 1'b0;
                branch = 1'b1;
                jump = 1'b0;
                alu_control = SUB;   
            end
            J_TYPE: begin
                reg_write = 1'b0;
                alu_src = 1'b0;
                branch = 1'b0;
                jump = 1'b1;
                alu_control = ADD;   
            end
            default: begin
                reg_write = 1'b0;
                alu_src = 1'b0;
                branch = 1'b0;
                jump = 1'b0;
                alu_control = ADD;
            end
        endcase
    end
endmodule 
module cpu_top(
    input wire clk,
    input wire rst,
    input wire control,
    output wire [6:0] seg1,
    output wire [6:0] seg2
);
    wire [31:0] pc;
    wire [31:0] instruction;
    wire [31:0] alu_result;
    wire [31:0] reg_data1;
    wire [31:0] reg_data2;
    wire [31:0] immediate;
    wire [4:0] rs1;
    wire [4:0] rs2;
    wire [4:0] rd;
    wire [2:0] alu_control;
    wire reg_write;
    wire alu_src;
    wire branch;
    wire jump;
    wire [31:0] pc_next;
    wire [31:0] pc_plus_4;
    wire [31:0] branch_target;
    wire [31:0] jump_target;
    wire pc_src;
    wire [31:0] display_value;
    wire zero;
    reg [31:0] pc_reg;
    always @(posedge clk or posedge rst) begin
        if (rst)
            pc_reg <= 32'h0;
        else if (control)
            pc_reg <= pc_next;
    end
    assign pc = pc_reg;
    instruction_memory imem(
        .pc(pc),
        .instruction(instruction)
    );
    control_unit ctrl(
        .opcode(instruction[6:0]),
        .reg_write(reg_write),
        .alu_src(alu_src),
        .branch(branch),
        .jump(jump),
        .alu_control(alu_control)
    );
    assign rs1 = instruction[19:15];
    assign rs2 = instruction[24:20];
    assign rd = instruction[11:7];
    register_file rf(
        .clk(clk),
        .rst(rst),
        .reg_write(reg_write),
        .rs1(rs1),
        .rs2(rs2),
        .rd(rd),
        .write_data(alu_result),
        .read_data1(reg_data1),
        .read_data2(reg_data2)
    );
    immediate_generator imm_gen(
        .instruction(instruction),
        .immediate(immediate)
    );
    alu alu_unit(
        .a(reg_data1),
        .b(alu_src ? immediate : reg_data2),
        .alu_control(alu_control),
        .result(alu_result),
        .zero(zero)
    );
    assign pc_plus_4 = pc + 4;
    assign branch_target = pc + immediate;
    assign jump_target = {pc[31:28], instruction[25:0], 2'b00};
    assign pc_src = (branch & ~zero) | jump;   
    assign pc_next = pc_src ? (jump ? jump_target : branch_target) : pc_plus_4;
    assign display_value = {{24{1'b0}}, alu_result[7:0]};   
    seg7_controller seg7_ctrl(
        .clk(clk),
        .rst(rst),
        .value(display_value),
        .seg1(seg1),
        .seg2(seg2)
    );
endmodule 
module immediate_generator(
    input wire [31:0] instruction,
    output reg [31:0] immediate
);
    wire [6:0] opcode = instruction[6:0];
    localparam I_TYPE = 7'b0010011;   
    localparam S_TYPE = 7'b0100011;   
    localparam B_TYPE = 7'b1100011;   
    localparam J_TYPE = 7'b1101111;   
    always @(*) begin
        case (opcode)
            I_TYPE: begin
                immediate = {{20{instruction[31]}}, instruction[31:20]};
            end
            S_TYPE: begin
                immediate = {{20{instruction[31]}}, instruction[31:25], instruction[11:7]};
            end
            B_TYPE: begin
                immediate = {{20{instruction[31]}}, instruction[7], instruction[30:25], instruction[11:8], 1'b0};
            end
            J_TYPE: begin
                immediate = {{12{instruction[31]}}, instruction[19:12], instruction[20], instruction[30:21], 1'b0};
            end
            default: immediate = 32'h0;
        endcase
    end
endmodule 
module instruction_memory(
    input wire [31:0] pc,
    output reg [31:0] instruction
);
    reg [31:0] mem [0:31];
    initial begin
        mem[0] = 32'h00A00513;   
        mem[1] = 32'h00F00793;   
        mem[2] = 32'h00F50CB3;   
        mem[3] = 32'hFF5C8A13;   
        mem[4] = 32'h00200A93;   
        mem[5] = 32'h00C0006F;   
        mem[6] = 32'h01539F33;   
        mem[7] = 32'h00000013;   
        mem[8] = 32'h00000013;   
        mem[9] = 32'h00000013;   
        mem[10] = 32'h00000013;   
        mem[11] = 32'h00000013;   
        mem[12] = 32'h00400213;   
        mem[13] = 32'h000002B3;   
        mem[14] = 32'h00520263;   
        mem[15] = 32'h00100313;   
        mem[16] = 32'h00100393;   
        mem[17] = 32'h00730433;   
        mem[18] = 32'h00038333;   
        mem[19] = 32'h000403B3;   
        mem[20] = 32'h00128293;   
        mem[21] = 32'hFEDFF06F;   
    end
    always @(*) begin
        instruction = mem[pc[6:2]];   
    end
endmodule 
module register_file(
    input wire clk,
    input wire rst,
    input wire reg_write,
    input wire [4:0] rs1,
    input wire [4:0] rs2,
    input wire [4:0] rd,
    input wire [31:0] write_data,
    output reg [31:0] read_data1,
    output reg [31:0] read_data2
);
    reg [31:0] registers [0:31];
    always @(posedge clk or posedge rst) begin
        if (rst) begin
            for (integer i = 0; i < 32; i = i + 1) begin
                registers[i] <= 32'h0;
            end
        end else if (reg_write && rd != 0) begin
            registers[rd] <= write_data;
        end
    end
    always @(*) begin
        if (rs1 == 0)
            read_data1 = 32'h0;   
        else
            read_data1 = registers[rs1];
        if (rs2 == 0)
            read_data2 = 32'h0;   
        else
            read_data2 = registers[rs2];
    end
endmodule 
module seg7_controller(
    input wire clk,
    input wire rst,
    input wire [31:0] value,
    output reg [6:0] seg1,
    output reg [6:0] seg2
);
    wire [3:0] digit1 = value[3:0];
    wire [3:0] digit2 = value[7:4];
    always @(*) begin
        case (digit1)
            4'h0: seg1 = 7'b1000000;
            4'h1: seg1 = 7'b1111001;
            4'h2: seg1 = 7'b0100100;
            4'h3: seg1 = 7'b0110000;
            4'h4: seg1 = 7'b0011001;
            4'h5: seg1 = 7'b0010010;
            4'h6: seg1 = 7'b0000010;
            4'h7: seg1 = 7'b1111000;
            4'h8: seg1 = 7'b0000000;
            4'h9: seg1 = 7'b0010000;
            4'hA: seg1 = 7'b0001000;
            4'hB: seg1 = 7'b0000011;
            4'hC: seg1 = 7'b1000110;
            4'hD: seg1 = 7'b0100001;
            4'hE: seg1 = 7'b0000110;
            4'hF: seg1 = 7'b0001110;
            default: seg1 = 7'b1111111;
        endcase
        case (digit2)
            4'h0: seg2 = 7'b1000000;
            4'h1: seg2 = 7'b1111001;
            4'h2: seg2 = 7'b0100100;
            4'h3: seg2 = 7'b0110000;
            4'h4: seg2 = 7'b0011001;
            4'h5: seg2 = 7'b0010010;
            4'h6: seg2 = 7'b0000010;
            4'h7: seg2 = 7'b1111000;
            4'h8: seg2 = 7'b0000000;
            4'h9: seg2 = 7'b0010000;
            4'hA: seg2 = 7'b0001000;
            4'hB: seg2 = 7'b0000011;
            4'hC: seg2 = 7'b1000110;
            4'hD: seg2 = 7'b0100001;
            4'hE: seg2 = 7'b0000110;
            4'hF: seg2 = 7'b0001110;
            default: seg2 = 7'b1111111;
        endcase
    end
endmodule 
```
`design/flow/run.sh`:
```
#!/bin/bash
# OpenROAD 26Q1-2900-gdf79404cd8, Yosys 0.63+post, stock flow scripts
make -C /OpenROAD-flow-scripts/flow DESIGN_CONFIG=/design/flow/config.mk WORK_HOME=/design/flow/orfs finish
```
==> impl_metrics.ini <==
; flow metrics
[cts]
cts_tree = done
root_buffer = clkbuf_16
clock_tree.buffer_depth = 3
cts_made_buffers = 108
htree_levels = 3
cts.sinks = 999
cts_setup_buffers = 0
clock_latency_ns = 0.77
path_clk_slew_ns = 0.06
hold_buffers = 0
post_cts_resized = 0

[critical_path]
startpoint_type = register
critPathRequiredTime_ns = 22.40
crit_path_end_kind = output port
critPathMaxStageDelay_ns = 0.78
worst_path_max_delay_cell = a31oi_1
r2r_start = pc_reg[3]
rr_worst_depth = 35
crit_path_start = pc_reg[3]
critPathMaxFanout = 37
r2r_end = pc_reg[6]
reg2reg_slack_ns = 16.50
critPathCapture = seg2[1]
crit_top_cell = buf_4
crit_arrival_ns = 9.27
crit_type = register to output port

[drt]
first_pass_iters = 10
vias = 53668
wl_um = 291400
drtIter0Drc = 7015
via_per_inst = 7.253
ant_nets = 0
route.detailed.drc = 0
wire_per_inst_um = 39.38

[floorplanning]
rows = 120
coreArea_um2 = 107200
die_width_um = 330.9
die_area_um2 = 109500
initial_core_util_pct = 50.46
die_h_um = 330.9
io_pins = 17

[cells_and_area]
seq_area_um2 = 25000
stdcell_count = 7399
largest_reg_flops = 992
syn2layout_area_growth_pct = 11.02
n_fill_cell = 9434
combGateArea_um2 = 26580
drive_above_1_share_pct = 12.43

[synth]
yosys-stat-area_um2 = 54090
synth_cell_types = 107
synth-warning-count = 8
ys_seq_share_pct = 46.21
ys_ff = 999
edf_count = 0
syn-instance-count = 6129
syn_avg_cell_area_um2 = 8.826
netlist.area_leader.share_pct = 46.21
yosysCellCount = 6129
async_reset_ff_share_pct = 100.0
yosysTopAreaCell = dfrtp_1
topCellsByArea = dfrtp_1 46%, nand2_1 7.9%, o21ai_0 7.4%
ys.flop_type = dfrtp_1
syn_area_um2 = 54090

[run_status]
failed_checks = capacitance limit
status = finished, violations left

[grt]
grtUsageTotal_pct = 55.95
grt_first_pass_wirelength_um = 401700
grt_pass1_vias = 50915
gr-total-overflow = 0
grt_antenna_before_repair = 24
grt_max_degree = 123

[place]
port_buffers = 16
dp_cells = 7168
hpwl_um = 197900
gp_congestion = 1.127

[final_timing]
fin_skew_ns = 0.08154
fin_tns_setup_ns = 0
report.final.hold_viol_count = 0
finalSetupViolations = 0
slew_violations = 0
fmaxAchievable_ghz = 0.06724
tightestPinTransition_ns = 1.488
rsz0062_at_grt = no
slew_headroom_pct = 0.006213
fin_crit_ns = 14.87
finalCritPeriodShare_pct = 53.12

[worst_hold_path]
hold_class = register to register

[job]
warning_count = 83
drv_cap = 1
==> worst max-delay path: cells and delay by family, from the launching register on <==
family / cells / cell delay (ns)
mux: 1 / 0.38
compound gates: 8 / 2.12
buf+inv: 7 / 2.71
flops: 1 / 0.32
fa+ha+maj: 2 / 0.79
simple gates: 9 / 2.12
==> cells by family (layout without fill, tap and decap cells) <==
kind of cell               count (synthesis)  count (layout)  synth area share, %
other                                      0              33                    0
AOI/OAI and AO/OA                       2008            2008                24.49
buffers and inverters                    792             626                5.852
and+or+nand+nor                         2003            2003                16.75
DFF                                      999             999                46.21
xor gates and xnor gates                  13              13               0.2105
muxes                                    220             220                4.270
adders and majority gates                 94              94                2.216
==> Yosys cell counts, drive strengths merged (15+ instances only) <==
cell type  count
o21a          27
a211oi        32
o21bai        15
dfrtp        999
and3          70
a32oi         48
nand4        105
o22ai         44
mux2          66
nor2         184
ha            91
mux2i        152
buf          107
nand3        232
and4          26
a22o          74
nand2       1144
nor3          74
a22oi        239
and2          25
a2111oi       35
o2111ai       18
nor2b         25
a222oi        59
clkbuf       593
o21ai        819
nor4          48
o31ai         17
a221o         26
a221oi       101
a21oi        237
a31oi         48
o211ai        30
inv           92
==> worst min-delay path by stage <==
stage | start | to | slack, ns | cells after the start
CTS | rf.registers[12][2] | rf.registers[12][2] | 0.38 | 0
global route | rf.registers[12][30] | rf.registers[12][30] | 0.38 | 0
finish | rf.registers[12][2] | rf.registers[12][2] | 0.37 | 0
==> per-layer routing <==
layer	vias to the layer above	track usage, %	part of all wire, %
met5	-	10.04	0.54
met1	25798	68.55	34
met2	4527	71.07	39
met4	55	36.86	9.0
met3	1426	37.36	17
li1	21862	-	-
==> stage by stage <==
stage / area (µm²) / worst slack [ns] / hold slack, ns / util, %
2_1_floorplan: 54100 / 8.636 / 0.4216 / -
5_1_grt: 59990 / 13.09 / 0.3818 / 55.96
6_report: 60060 / 13.13 / 0.3717 / 56.02
3_5_place_dp: 56270 / 14.34 / 0.3622 / 52.49
3_3_place_gp: 56270 / 14.39 / 0.3649 / 52.49
4_1_cts: 59970 / 13.60 / 0.3763 / 55.94
==> cell usage in the layout (no fill, tap or decap), drive strengths merged, types with 93 or more instances in the layout <==
cell type	count
nand2	1144
dfrtp	999
o21ai	819
buf	320
a22oi	239
a21oi	237
nand3	232
nor2	184
clkbuf	160
mux2i	152
nand4	105
a221oi	101
inv	93
==> area by class of cell <==
cell class,count,area share (%)
clock inverters,38,0.8709
clock buffers,160,5.294
well taps,1403,2.923
inverters,92,0.5813
flip-flops and latches,999,41.63
multi-input cells,4338,44.26
diodes,33,0.1375
repair buffers,336,4.308
