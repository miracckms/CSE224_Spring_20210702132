[/design/flow/run.sh]
#!/bin/bash
# OpenROAD 26Q1-2900-gdf79404cd8, Yosys 0.63+post, stock flow scripts
make -C /OpenROAD-flow-scripts/flow DESIGN_CONFIG=/design/flow/config.mk WORK_HOME=/design/flow/orfs finish
[/design/flow/config.mk]
export PLATFORM = sky130hd
export DESIGN_NAME = TwosComplementer
export DESIGN_NICKNAME = TwosComplementer
export VERILOG_FILES = /design/flow/design.v
export SDC_FILE = /design/flow/constraint.sdc
export NUM_CORES = 4
export LEC_CHECK = 1
export CORE_AREA = 10 10 70 70
export DIE_AREA = 0 0 80 80
[/design/flow/constraint.sdc]
current_design TwosComplementer

set clk_period 3.2
set clk_io_pct 0.2

create_clock -name clk0 -period $clk_period

set non_clock_inputs [all_inputs -no_clocks]
set_input_delay [expr $clk_period * $clk_io_pct] -clock clk0 $non_clock_inputs
set_output_delay [expr $clk_period * $clk_io_pct] -clock clk0 [all_outputs]
[/design/flow/design.v]
`timescale 1ns / 1ps
module TwosComplementer #(
    parameter WIDTH = 8
)(
    input [WIDTH-1:0] x,
    output [WIDTH-1:0] z
);
    assign z = (~x) + 1'b1;
endmodule
==> changes_impl.md <==
### Physical design

- Area leader, netlist: xnor2_1
- F_max: 0.326 GHz
- Final HPWL DP: 524 um
- Final setup viols: 0
- Mapped Avg Cell Area: 7.65 um2
- First-pass GRT wire length: 890 um
- Vias in the first global route: 186
- Detail-routed net length per standard cell: 7.19 um
- Synth Area in Adders: just over 9%
- Worst VDD drop: 0.0120 mV
- IO Pins: 16
- Total GRT Usage: 1.69%
- DRC marker count from the first detailed-route iteration: 2
- Vias: 175
- WP data required: 2.56 ns
- Count leader, synth: xnor2_1
- Final period util: 96.0%
- Basic Gates by Area: 41.8%
- DP Area: 363 um2
- Crit path kind: input port to output pin
- XOR/XNOR Area Share: 38.2%
- Die X: roughly 80 um
- DRT met1 WL: roughly 250 um
- Power Density: 109 nW/um2
- Synth cell types: 11
- Synthesis Warnings: 0
- Yosys Instances: 18
- Max-slew violations: 0
- Worst path most repeated cell: clkdlybuf4s50_1
- Final Hold Fails: 0
- Row cnt: 21
- Crit path time final: between 3 and 4 ns
- Synth top area share: around 25%
- Worst setup SP type: input port
- Die area: 6400 um2
- Place WS: 0.132 ns
- Register area share after synthesis: 0%
- Hold Path Depth: 3
- Detailed-route DRC error count: 0
- Grt ovf: 0
- Worst Path Max Fanout: 3
- Hold_sp: x[7]
- CP max stage cell: or4_4
- Crit path arrival time: 2.43 ns
- OpenROAD warnings: 32
- Setup TNS: 0 ns
- Final hold slack: 2.23 ns
- Initial antenna violation count: 0
- Netlist Area Pre-Place: ~140 um2
- P&R area growth vs syn: 164%
- Wirelength, routed: 582 um
- Met3 routed WL: 173 um
- Syn Inst Count: 18
- Aoi share: 0%
- Maxcap violations: 0
- Critical path's largest stage delay: 0.57 ns
- Worst setup margin: 0.128 ns
- Post-CTS Setup Bufs: 0
- Hold Path Class: input port to output pin
- Status: complete, no violations
- Metal2 WL: 157 um
- Clock buf count: 0
- Post-route cell area: 363 um2
- FP Core Util: 4.03%
- Register area: 0 um2
- First-pass DRT Iterations: 2
- Top logic family: simple AND/OR/NAND/NOR gates
- RePlAce Congestion: 0.732
- Antenna fix cells: 0
- Die Span Y: 80 um
- RSZ-0062 raised after global routing: no
- Slew margin rel.: 85.2%
- Top cells, area: xnor2_1 (25%), nor4_4 (15%), xor2_1 (13%)
- Mux frac, synth: 0%
- PortBufs: 16
- Commonest cells post-synth: xnor2_1 (4), nor2_1 (3), inv_1 (2), xor2_1 (2)
- Worst-Margin Slew: between 0.2 and 0.25 ns
- Vias per cell: 2.16
- Routed Antenna Nets: 0
- Hold bufs inserted after CTS: 0
- Crit-path cells: clkdlybuf4s50_1, or4_4, nor4_4, xnor2_1, clkdlybuf4s50_1
- Layout cell share with drive strength beyond 1: 11.4%
- Largest net degree at the start of global routing: 5
- Core outline area: 3420 um2
- Registers: 0
- Leakage: between 0.0001 and 0.00015 uW
- Setup crit end kind: output pin
- Yosys stat chip area: 138 um2
- Top layer in use: met3
- PostCTS Resize Cnt: 0
- Hold EP: z[7]
[cells by family (layout without fill, tap and decap cells)]
family	Yosys count	after routing
AND/OR/NAND/NOR	8	8
XOR/XNOR	6	6
adder cells (fa/ha/maj)	1	1
buffers and inverters	3	20
[how the worst max path moves through the flow]
stage	startpoint	end	slack, ns	cells past startpoint
4_1_cts	x[1]	z[7]	0.13	5
6_report	x[1]	z[7]	0.13	5
5_1_grt	x[1]	z[7]	0.06	5
[metrics by stage]
stage / util (%) / cells / total power (uW)
finish: 10.6 / 81 / 39.4
global placement: 10.6 / 81 / 39.8
detailed placement: 10.6 / 81 / 40.0
floorplan: - / 18 / 7.78
CTS: 10.6 / 81 / 40.4
global route: 10.6 / 81 / 43.9
[layout make-up]
class	instances	area, um2
Timing Repair Buffer	18	175
Inverter	2	7.51
Multi-Input combinational cell	15	123
Tap cell	46	57.6
Fill cell	397	3050
[routing by layer]
layer / vias to the layer above / track usage [%]
li1: 92 / -
met1: 69 / 2.18
met4: 0 / 0
met2: 14 / 2.09
met3: 0 / 1.59
met5: - / 0
[report_power, final]
| group | switching (uW) | leakage, uW | internal [uW] |
|---|---|---|---|
| registers | 0 | 0 | 0 |
| clock network | 0 | 0 | 0 |
| logic | 11.7 | 0.000116 | 27.7 |
[cells in the final DEF, fill, tap and decap left out, drive strengths merged]
| master | n |
|---|---|
| buf | 2 |
| clkdlybuf4s50 | 16 |
| ha | 1 |
| inv | 2 |
| nand2 | 1 |
| nand3 | 1 |
| nor2 | 3 |
| nor3 | 1 |
| nor4 | 1 |
| or4 | 1 |
| xnor2 | 4 |
| xor2 | 2 |
[worst max-delay path: cells and delay by family]
family | cells | cell delay (ns)
AND/OR/NAND/NOR | 2 | 0.73
XOR/XNOR | 1 | 0.14
buffers and inverters | 2 | 0.93
Power is estimated from default activity; no workload was simulated.
