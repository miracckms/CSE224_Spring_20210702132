[design/flow/design.v]
`timescale 1ns / 1ps
module DisplayOut #(
    parameter INPUT_WIDTH = 4,
    parameter SEGMENT_WIDTH = 7
)(
    input [INPUT_WIDTH-1:0] in,
    output reg [0:SEGMENT_WIDTH-1] out
);
    always @(*) begin
        case (in)
            4'd0: out = 7'b1000000;   
            4'd1: out = 7'b1111001;   
            4'd2: out = 7'b0100100;   
            4'd3: out = 7'b0110000;   
            4'd4: out = 7'b0011001;   
            4'd5: out = 7'b0010010;   
            default: out = 7'b1111111;   
        endcase
    end
endmodule
`timescale 1ns / 1ps
module ZeroToFiveCounter #(
    parameter MAX_COUNT = 4'd5,
    parameter COUNT_WIDTH = 4
)(
    input clk,
    input rst,
    output reg [COUNT_WIDTH-1:0] count
);
    always @(posedge clk) begin
        if (count == MAX_COUNT || rst == 1'b1) begin
            count <= {COUNT_WIDTH{1'b0}};   
        end
        else begin
            count <= count + 1'b1;   
        end
    end
endmodule
`timescale 1ns / 1ps
module top #(
    parameter COUNT_WIDTH = 4,
    parameter SEGMENT_WIDTH = 7
)(
    input clk,
    input rst,
    output wire [0:SEGMENT_WIDTH-1] out
);
    wire [COUNT_WIDTH-1:0] count;
    ZeroToFiveCounter #(
        .COUNT_WIDTH(COUNT_WIDTH)
    ) uut (
        .clk(clk),
        .rst(rst),
        .count(count)
    );
    DisplayOut #(
        .INPUT_WIDTH(COUNT_WIDTH),
        .SEGMENT_WIDTH(SEGMENT_WIDTH)
    ) display_out (
        .in(count),
        .out(out)
    );
endmodule
[design/flow/config.mk]
export PLATFORM = sky130hd
export DESIGN_NAME = top
export DESIGN_NICKNAME = top
export VERILOG_FILES = /design/flow/design.v
export SDC_FILE = /design/flow/constraint.sdc
export NUM_CORES = 4
export LEC_CHECK = 1
export CORE_AREA = 10 10 70 70
export DIE_AREA = 0 0 80 80
[design/flow/constraint.sdc]
current_design top

set clk_period 1.5
set clk_io_pct 0.2

create_clock -name clk0 -period $clk_period [get_ports {clk}]

set non_clock_inputs [all_inputs -no_clocks]
set_input_delay [expr $clk_period * $clk_io_pct] -clock clk0 $non_clock_inputs
set_output_delay [expr $clk_period * $clk_io_pct] -clock clk0 [all_outputs]
[design/flow/run.sh]
#!/bin/bash
# OpenROAD 26Q1-2900-gdf79404cd8, Yosys 0.63+post, stock flow scripts
make -C /OpenROAD-flow-scripts/flow DESIGN_CONFIG=/design/flow/config.mk WORK_HOME=/design/flow/orfs finish
==> Changelog: implementation <==
## Implementation

- Yosys stat cell total: 43
- GRT overflow: 0
- Total power: 483 uW
- Max FFs per register: 4
- Floorplan Utilization: 0.0989
- WHS: 0.569 ns
- CP arrival: 1.46 ns
- Async SR Flop Fraction: 0
- Initial antenna violation count: 0
- Cell count along the critical path: 6
- Row cnt: 21
- Detailed-route via count: 362
- P&R area growth vs syn: 88.1%
- Layout cell share with drive strength beyond 1: 0.651
- Mapped cell area: 338 um2
- Number of global-route vias before repair: 316
- Chip Area, Yosys: 338 um2
- TritonCTS Buffers: 3
- Slew headroom: 0.766
- CTS Hold Bufs: 0
- CTS tree: done
- RePlAce Congestion: 0.748
- Clock transition at path regs: 0.03 ns
- CTS Buffer Depth: 2
- Required time worst endpoint: 1.20 ns
- Post-Synth AOI/OAI Area: 0.133
- CP Class: reg2out
- # H-tree levels: 1
- Root Buffer: clkbuf_4
- Synthesized area per cell: 7.86 um2
- Worst IR Drop VDD: 0.125 mV
- Final slew viol count: 0
- Status: complete, but fails checks
- Largest net degree at the start of global routing: 11
- First-pass GRT wire length: 1370 um
- Post-Place Worst Slack: -0.441 ns
- Leakage: 0.000249 uW
- Yosys top cell by area: dfxtp_1
- Max-cap violation count: 0
- HP Start: uut.count[0]
- R2R Setup Slk: 0.19 ns
- Setup-failing EPs final: 7
- Crit-path leading delay family: simple AND/OR/NAND/NOR gates
- FF-to-FF End: uut.count[2]
- Top comb family, area: simple AND/OR/NAND/NOR gates
- Worst-margin pin slew: 0.351 ns
- CP Launch Point: uut.count[1]
- HPWL Detailed: 615 um
- Die X: 80 um
- Failing checks: setup timing
- Post-synth EDFFs: 0
- All-Layer GR Usage: 0.0257
- Die ar.: 0.00640 mm2
- Highest net fanout along the worst path: 4
- Ys flops: 4
- Yosys simple share: 0.307
- Area share, top type: 0.237
- Fmax: 569 MHz
- RSZ-0062 raised after global routing: yes
- Crit-path cells: inv_4, ha_4, nor3_2, nor2_1, or3_1, buf_2
- Biggest register: uut.count
- Antenna diodes: 0
- Synth Flop Type: dfxtp_1
- Die H: 80 um
- Pwr dens: 760 mW/mm2
- Antenna Nets Post-Route: 0
- CORE AREA: 0.00342 mm2
- Per-cell routed wire length: 7.92 um
- Final tally of hold violations: 0
- Synth mux share: 0.0296
- Sequential share of the synthesized area: 0.237
- Largest cells by area: dfxtp_1 (24%), ha_1 (15%), buf_4 (6.7%), nor2_1 (6.7%), nor3_1 (5.9%)
- Worst stage delay on the critical path: 0.38 ns
- Worst r2r src: uut.count[1]
- Critical Path Source Type: flip-flop
- Adder Area Share: 0.148
- First DRT Iteration DRCs: 13
- Setup Skew: 0.00358 ns
- Pre-Repair DR Iteration Count: 4
- Clk latency late pin: 0.23 ns
- HP Class: reg2reg
- Critical Path Slowest Stage Cell: dfxtp_4
- Reg2Reg Depth: 6
- Routed vias/inst: 3.32
- Period Utilization, post-route: 1.17
- Crit path capture: out[1]
- Bufs and invs on worst path: 2
- Routed wire length: 863 um
- Xor+xnor area frac: 0
- # DRC: 0
- Fin worst setup slack: -0.259 ns
- Final min period: 1.76 ns
- IO Count: 9
- Largest regs: uut.count x4
- Top cells by count: nor2_1 (6), dfxtp_1 (4), ha_1 (4), inv_1 (4), nor3_1 (4)
- Yosys warns: 2
- Mapped Cells: 43
- Yosys cell types: 21
- Endpoint class of the critical path: output port
- Number of port buffers: 8
- Clock sinks: 4
- Fin util: 0.186
- OpenROAD warning count: 30
- Top-count cell post-synth: nor2_1
[metrics by stage]
stage | instances | TNS [ns] | instance area [um2]
after detailed placement | 102 | -2.82 | 509
after CTS | 108 | -1.67 | 616
after global routing | 109 | -2.20 | 636
final | 109 | -1.55 | 636
after floorplan | 43 | 0 | 338
after global placement | 102 | -2.58 | 509
[worst reg2reg max path, stage by stage, from the launching register on]
cell and delay, ns:
dfxtp_4 0.38, inv_4 0.06, ha_4 0.16, buf_4 0.15
buf_4 0.13, a211o_1 0.24, a21oi_1 0.13
[layout by cell type (no fill, tap or decap), drive strengths merged]
cell type and count:
buf 20, nor2 6, nor3 5, ha 4, inv 4, dfxtp 4, clkbuf 3, nor4 2
a21oi 2, o21ai 2, a31oi 1, or3 1, nand2 1, a221o 1, and2b 1, and3 1
nor3b 1, a211o 1, nand3 1, mux2i 1, clkdlybuf4s50 1
[what timing repair did]
| action | 4_1_cts | 5_1_grt |
|---|---|---|
| pin swaps | 14 | 9 |
| setup buffers | 3 | 1 |
| setup endpoints to repair | 7 | 7 |
| gates resized | 47 | 3 |
| hold endpoints to repair | 0 | 0 |
[report_power, final]
group          switching [uW]  total (uW)  internal [uW]  leakage [uW]
clock                    40.4         130           89.2     0.0000138
sequential               15.3         131            115     0.0000344
combinational            85.7         223            137      0.000201
[worst min-delay path by stage]
stage	end	slack [ns]	depth (start not counted)
6_report	uut.count[0]	0.57	2
5_1_grt	uut.count[0]	0.60	2
4_1_cts	uut.count[0]	0.57	2
[metal layers]
metal	GRT usage	up-vias	wire, um
met3	0.0216	0	128
li1	-	191	-
met2	0.0305	11	318
met5	0	-	0
met4	0.00704	0	0
met1	0.0333	160	417
[cell families after synthesis]
logic type | after synthesis
buffers and inverters | 8
multiplexers | 1
AND/OR/NAND/NOR | 19
flip-flops | 4
adder cells (fa/ha/maj) | 4
AND-OR/OR-AND | 7
[cell type report]
class                   instances  area [um2]
fillers                       378        2780
multi-input cells              31         295
repair buffers                 21         154
flip-flops and latches          4        88.8
well taps                      46        57.6
clock buffers                   3        22.5
inverters                       4        17.5
No activity file was given, so power comes from the tool's default toggle rates.
